### flow/design.v
module A5Q1_fsm (clk, in, state);
input clk;
input [1:0] in;
output [3:0] state;
reg [3:0] state;
reg [2:0] microcode [0:12];
reg [3:0] dispatch1 [3:0], dispatch2 [3:0];
initial begin
	state <= #2 0;
	microcode[0] <= 3'b000;
	microcode[1] <= 3'b000;
	microcode[2] <= 3'b000;
	microcode[3] <= 3'b001;
	microcode[4] <= 3'b011;
	microcode[5] <= 3'b011;
	microcode[6] <= 3'b000;
	microcode[7] <= 3'b000;
	microcode[8] <= 3'b000;
	microcode[9] <= 3'b000;
	microcode[10] <= 3'b010;
	microcode[11] <= 3'b100;
	microcode[12] <= 3'b100;
	dispatch1[0] <= 4'b0100;
	dispatch1[1] <= 4'b0101;
	dispatch1[2] <= 4'b0110;
	dispatch1[3] <= 4'b0110;
	dispatch2[0] <= 4'b1011;
	dispatch2[1] <= 4'b1100;
	dispatch2[2] <= 4'b1100;
	dispatch2[3] <= 4'b1100;
end
always @(posedge clk) begin
	if (microcode[state] == 3'b000) begin
		state <= #2 state + 1;
	end
	else if (microcode[state] == 3'b001 ) begin
		state <= #2 dispatch1[in];
	end
	else if (microcode[state] == 3'b010 ) begin
		state <= #2 dispatch2[in];
	end
	else if (microcode[state] == 3'b011 ) begin
		state <= #2 4'b0111;
	end
	else if (microcode[state] == 3'b100 ) begin
		state <= #2 4'b0000;
	end
end
endmodule
### flow/constraint.sdc
current_design A5Q1_fsm

set clk_period 2.7
set clk_io_pct 0.2

create_clock -name clk0 -period $clk_period [get_ports {clk}]

set non_clock_inputs [all_inputs -no_clocks]
set_input_delay [expr $clk_period * $clk_io_pct] -clock clk0 $non_clock_inputs
set_output_delay [expr $clk_period * $clk_io_pct] -clock clk0 [all_outputs]
### flow/config.mk
export PLATFORM = sky130hd
export DESIGN_NAME = A5Q1_fsm
export DESIGN_NICKNAME = A5Q1_fsm
export VERILOG_FILES = /design/flow/design.v
export SDC_FILE = /design/flow/constraint.sdc
export NUM_CORES = 4
export LEC_CHECK = 1
export CORE_AREA = 10 10 70 70
export DIE_AREA = 0 0 80 80
### flow/run.sh
#!/bin/bash
# OpenROAD 26Q1-2900-gdf79404cd8, Yosys 0.63+post, stock flow scripts
make -C /OpenROAD-flow-scripts/flow DESIGN_CONFIG=/design/flow/config.mk WORK_HOME=/design/flow/orfs finish
==> flow_summary_export.csv <==
group,metric,value,unit
worst_setup_path,worstSetupPathType,"reg2out",
grt,grt_pass1_vias,278,
worst_setup_path,worst-path-buf-inv,1,
timing,setup_viol,0,
timing,timing.final.ws_setup,0.824,ns
pwr,clockPowerShare,14.6,%
route,dr.pass1.iters,4,
timing,hold_violations,0,
clock_tree,cts_setup_buffers,0,
timing,clock_skew,0.00627,ns
synth,yosysWarningCount,1,
die,core-area,0.00342,mm²
synth,synth.distinct_cells,20,
flow_run,log.warning_count,27,
worst_setup_path,start_kind,"flip-flop",
cells_and_area,syn_to_final_growth,38.1,%
route,drc,0,
synth,yosysTopAreaCellShare,34.5,%
timing,final_max_slew_viol_count,0,
route,dr_total_vias,304,
pwr,p_int,319,µW
grt,grt_max_degree,12,
timing,min_period,1.88,ns
pwr,p_comb_share,52.3,%
flow_run,maxCapViolCount,0,
synth,postSynthCellCount,38,
synth,ys_top_cells_by_count,"edfxtp_1 (4), ha_1 (4), inv_1 (4)",
timing,slew_headroom,75.3,%
worst_setup_path,end_kind,"output port",
die,die_h,80,µm
placement,dp_slack,0.893,ns
worst_setup_path,crit_required,2.16,ns
worst_hold_path,hold_class,"reg2reg",
cells_and_area,largest_reg_flops,4,
die,ios,7,
clock_tree,cts.sinks,4,
pwr,switching_share,37.0,%
run_status,status,"finished, final reports clean",
pwr,netSwitchingPower,188,µW
worst_setup_path,crit_fanout,11,
worst_setup_path,r2r_slack,0.94,ns
clock_tree,root_buffer,"clkbuf_4",
worst_setup_path,cp_data_arrival_time,1.34,ns
cells_and_area,largestRegisters,"state (4)",
synth,ff_type,"edfxtp_1",
worst_setup_path,worstPathCellList,"clkdlybuf4s50_1",
route,finalWirelength,738,µm
timing,fmax,533,MHz
synth,syn-cell-area,348,µm²
clock_tree,cts_tree,"yes",
grt,grt_use_total,2.19,%
clock_tree,cts_inserted_buffers,3,
placement,gp_congestion,0.765,
cells_and_area,regMostFlops,"state",
synth,yosysCellCount,38,
pwr,seqPwrFrac,33.0,%
route,drtIter0Drc,36,
timing,setup_tns,0,ns
route,wire_per_inst,8.02,µm
clock_tree,h-tree-depth,1,
route,diodes,0,
grt,grt_pass1_wl,1.19,mm
grt,overflow,0,
timing,worstMarginPinSlew,0.371,ns
clock_tree,clk_pin_slew,0.03,ns
synth,edf_count,4,
worst_setup_path,slowest_delay,0.56,ns
worst_setup_path,cpLargestDelayFamily,"flip-flops",
synth,ys_chip_area,348,µm²
timing,finalClockPeriodUsage,69.5,%
die,placementRows,21,
die,die_area,0.00640,mm²
clock_tree,ctsResizeCount,0,
placement,dpl.hpwl,566,µm
route,detail-route-antenna-nets,0,
synth,topCellsByArea,"edfxtp_1 (35%), ha_1 (14%), nand2b_1 (5.4%), inv_1 (4.3%), nor2b_1 (3.6%)",
grt,antenna_found_initial,0,
worst_setup_path,cp_slowest_cell,"edfxtp_1",
synth,yosysTopAreaCell,"edfxtp_1",
die,initCoreUtil,10.2,%
timing,rsz0062_at_grt,"false",
clock_tree,ctsLongestPathBuffers,2,
synth,ys_seq_share,34.5,%
pwr,ir_drop,175,µV
clock_tree,clock_latency,0.23,ns
die,die_x,80,µm
pwr,power_density,1060,mW/mm²
synth,syn_area_per_cell,9.15,µm²
pwr,power_leakage,0.179,nW
synth,ys_ff,4,
placement,io_buffers,6,
route,via_per_inst,3.30,
clock_tree,postCtsHoldBufs,0,
cells_and_area,drive_above_1_share,13.0,%
synth,async_reset_ff_share,0,%
## final cells by class
class | count | area, µm²
Multi-Input combinational cell | 29 | 205
Tap cell | 46 | 57.6
Fill cell | 388 | 2940
Clock buffer | 3 | 22.5
Sequential cell | 4 | 120
Inverter | 4 | 15.0
Timing Repair Buffer | 6 | 60.1
## metal layers
layer / share of wire, % / global-route usage [%] / vias up / routed length (µm)
li1: - / - / 151 / -
met1: 46 / 2.56 / 143 / 338
met2: 45 / 3.45 / 8 / 333
met3: 4.2 / 0.341 / 2 / 31
met4: 4.6 / 1.76 / 0 / 34
met5: 0 / 0 / - / 0
## layout by cell type, fill, tap and decap left out, types with 2 or more instances in the layout
cell | Yosys | final
clkdlybuf4s50_1 | 0 | 6
inv_1 | 4 | 4
ha_1 | 4 | 4
edfxtp_1 | 4 | 4
nand2b_1 | 3 | 3
clkbuf_4 | 0 | 3
nor2_1 | 2 | 2
o21ai_0 | 2 | 2
nand2_1 | 2 | 2
a21oi_1 | 2 | 2
nor2b_1 | 2 | 2
nor3_1 | 2 | 2
nand3_1 | 2 | 2
## power by group through the flow
stage,sequential (mW),combinational [mW],clock [mW]
after CTS,0.167,0.265,0.0785
after global routing,0.175,0.299,0.0855
final,0.168,0.265,0.0742
## path summary, 6_finish.rpt
check                      from  depth (start not counted)                  to
min reg2reg  state[0]$_DFFE_PP_                          1  state[0]$_DFFE_PP_
max reg2reg  state[0]$_DFFE_PP_                          5  state[2]$_DFFE_PP_
max          state[3]$_DFFE_PP_                          1            state[3]
min          state[0]$_DFFE_PP_                          1  state[0]$_DFFE_PP_
## cell families after synthesis
group / synth area share, %
buf+inv: 6.47
simple gates: 28.4
fa+ha+maj: 14.4
compound gates: 16.2
flops: 34.5
## per-stage QoR
step	instance area, µm²	instances	power, mW	utilization, %	hold WS, ns
2_1_floorplan	348	38	0.336	-	0.646
3_3_place_gp	458	89	0.430	13.4	0.720
3_5_place_dp	458	89	0.429	13.4	0.734
4_1_cts	480	92	0.511	14.1	0.744
5_1_grt	480	92	0.559	14.1	0.769
6_report	480	92	0.507	14.1	0.740
Power is estimated from default activity; no workload was simulated.
