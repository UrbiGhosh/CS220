==> design.v <==
module A3Q1_read(clk, row_no, input_valid, out, output_valid);
	input clk, input_valid;
	input[3:0] row_no;
	output[31:0] out; 
	output output_valid;
	reg[31:0] out;
	reg output_valid = 0;
	reg[3:0] open_row;
	reg[31:0] r [0:15];
	reg row_open = 1'b0;
	reg[1:0] cycle_count = 0;
	always @(posedge clk) begin
		if(cycle_count == 1) begin
			output_valid=1;
			cycle_count = 0;
			out = r[row_no];
			open_row = row_no;
		end
		else if(cycle_count == 2) begin
			cycle_count = 1;
		end
		if(input_valid == 1'b1) begin
			if(row_open == 1'b0) begin
				output_valid=0;
				cycle_count = 1;
				row_open = 1'b1;
			end
			else if(row_no == open_row) begin
				output_valid = 1;
				out = r[row_no];
			end
			else begin
				cycle_count = 2;
				output_valid = 0;
			end
		end
		else begin
			output_valid = 0;
		end
	end
	integer i;
	initial begin
		for (i=0;i<16;i=i+1)
			r[i] = i;
	end
endmodule
==> run.sh <==
#!/bin/bash
# OpenROAD 26Q1-2900-gdf79404cd8, Yosys 0.63+post, stock flow scripts
make -C /OpenROAD-flow-scripts/flow DESIGN_CONFIG=/design/flow/config.mk WORK_HOME=/design/flow/orfs finish
==> config.mk <==
export PLATFORM = sky130hd
export DESIGN_NAME = A3Q1_read
export DESIGN_NICKNAME = A3Q1_read
export VERILOG_FILES = /design/flow/design.v
export SDC_FILE = /design/flow/constraint.sdc
export NUM_CORES = 4
export LEC_CHECK = 1
export CORE_UTILIZATION = 30
==> constraint.sdc <==
current_design A3Q1_read

set clk_period 5.9
set clk_io_pct 0.2

create_clock -name clk0 -period $clk_period [get_ports {clk}]

set non_clock_inputs [all_inputs -no_clocks]
set_input_delay [expr $clk_period * $clk_io_pct] -clock clk0 $non_clock_inputs
set_output_delay [expr $clk_period * $clk_io_pct] -clock clk0 [all_outputs]
==> git commit body <==
Update PnR metrics after Yosys + OpenROAD run

* Kind of critical path: input port to flop
* Detail-routed via count per cell: 3.90
* Share of post-route cells with drive strength above 1: 10.9%
- Vias in the first global route: 671
- The critical path goes through clkdlybuf4s50_1 > xnor2_1 > nand4_1 > o21a_2 > mux2_2.
* FF+latch count, synth: 40
* Synth Area in XOR/XNOR: 2.90%
- For this run, the leading register cell type out of synthesis is sky130_fd_sc_hd__dfxtp_1.
* Number of clock sinks seen by CTS: 40
- Highest fanout seen on the critical path: 32
- The cell count after synthesis came out at 96.
- Switching portion of total power: 20.9%
- Per-cell routed wire length: 10.1 um
- Synthesis instantiated 18 different standard cells from the library.
- Of the post-synthesis cell area, the dominant cell type holds 64.5%.
* Area of the placeable core: 3770 um2
- Result of the run: completed
- Hold_ws: 456 ps
* Non-filler cells, final: 186
- The detailed router finished its first iteration with 9 violations.
- The floorplan step set the die width to 65.5 um.
- The flow reports that the clock network draws 31.3% of the design power.
- Internal cell power: 442 uW
* Comb pwr share: 13.5%
- Core utilization before placement: 32.1%
- On the critical path the data arrives at 2780 ps.
* CTS buffer count: 5
* Number of enable flip-flop cells: 1
- Yosys shows that the main logic family after synthesis is simple AND/OR/NAND/NOR gates.
- Including well taps, the total number of placed cells is 178.
* Type of origin of the critical path: input port
* Sequential fraction of design power: 55.2%
* Master of the slowest instance on the critical path: sky130_fd_sc_hd__clkdlybuf4s50_1
* Area figure in the yosys stat output: 1210 um2
* Simple-gate portion of the synthesized area: 16.4%
* Wire length after detailed routing: 1880 um
* Kind of end point of the critical path: flop
* First-pass GRT wire length: 2980 um
* Area of the die: 4290 um2
- The report lists the power per cell area as 325 nW/um2.
- Vias: 726
- Number of cell instances after yosys synthesis: 96
- The commonest cells after synthesis are sky130_fd_sc_hd__dfxtp_1 (39), sky130_fd_sc_hd__and2_1 (28), sky130_fd_sc_hd__mux2_2 (6), sky130_fd_sc_hd__xnor2_1 (4).
- The final hold violation count recorded for this run is 0.
- Highest ir drop seen on vdd: 0.000190 V
- Per the timing report, the achievable frequency comes out to 383 MHz.
* Insertion Delay late pin: 280 ps
* PostCTS Resize Cnt: 0
* Clk buf depth: 2
- Pin placement for this block handled 39 I/O pins.
* AND-OR/OR-AND share of the synthesized area: 3.10%
- For this design the total switching power over the nets is 117 uW.
- Per the GRT congestion report, total overflow comes to 0.
* Top-count cell post-synth: sky130_fd_sc_hd__dfxtp_1
- According to the floorplan log, the row count is 22.
- Detailed placement finished with a half-perimeter wire length of 1230 um.
- Area delta synth->final: 42.0%
- Number of remaining DRC errors: 0
- Min cycle time layout: 2610 ps
* Most area-hungry cell type in the Yosys netlist: sky130_fd_sc_hd__dfxtp_1
- Hold WC Path Type: flop to flop
- Residual antenna-violating net count after detailed routing: 0
* Adder-Cell Fraction of Synth Area: 0%
* Fraction of registers with async set/reset: 0%
* Y dimension of the die: 65.5 um
- MUX area fraction: 8.07%
- Max-slew check failures listed in the final report amount to 0.
- After filler insertion, the fill cell instance count of the layout stands at 343.
- The warning tally printed by Yosys for this design is 1.
* Setup repair after global routing missed its margin: false
- The share of the Yosys chip area taken by registers is 67.0%.
- Data on the critical path is required at its endpoint by 6070 ps.
- Static leakage power: 0.000674 uW
- Post-CTS timing repair inserted 0 buffers for setup.
* Setup-violating endpoint count in the final report: 0
* Post-cts hold-fix buffer tally: 0
- Together, buffers and inverters on the worst path number 1.
- Number of antenna violations at the first check in global routing: 0
- The root buffer cell chosen for the clock tree is sky130_fd_sc_hd__clkbuf_8.
- Ant. Diodes: 0
* Clock tree from TritonCTS: built
- Mean Syn Cell Area: 12.6 um2
- CTS H-tree depth: 2
- On the worst path, the slowest cell contributes a delay of 460 ps.
* Clk slew on worst S/H paths: 70 ps
* Post-Syn Area: 1210 um2
* Top cells by area in the synthesized netlist: sky130_fd_sc_hd__dfxtp_1 (65%), sky130_fd_sc_hd__and2_1 (14%), sky130_fd_sc_hd__mux2_2 (5.6%)
- On the final layout, the worst clock skew is 3.62 ps.
- GP Congestion: 0.707
- Entering global routing, the biggest net connects 33 pins.
* Post-layout period usage of the worst path: 44.3%
* Number of max-cap violations: 0
- Cell class contributing the biggest share of worst-path delay: buffers and inverters
- The pre-antenna-repair detailed-routing pass consisted of 3 iterations.
* Number of warning messages in the logs: 25
- Number of buffer cells added on primary ports: 38
- Final setup TNS: 0 ps
- GRT Util Overall: 9.38%
==> per-stage QoR <==
| stage | setup WS [ps] | total power (uW) | cell area, um2 | utilization [%] |
|---|---|---|---|---|
| 3_3_place_gp | 3000 | 390 | 1630 | 43.2 |
| 2_1_floorplan | 3680 | 359 | 1210 | - |
| 3_5_place_dp | 2970 | 391 | 1630 | 43.2 |
| 6_report | 3290 | 559 | 1720 | 45.6 |
| 5_1_grt | 3210 | 595 | 1720 | 45.6 |
| 4_1_cts | 3260 | 571 | 1720 | 45.6 |
==> worst paths after layout <==
kind | from | endpoint | slack, ps | cells past startpoint
setup / recovery | row_no[1] | out[1] | 3290 | 5
hold / removal | out[6] | out[6] | 460 | 1
setup reg to reg | cycle_count[1] | out[1] | 4290 | 3
hold reg to reg | out[6] | out[6] | 460 | 1
==> flip-flops by register name (all words and copies together) (netlist names) <==
| signal | count |
|---|---|
| cycle_count | 2 |
| out | 32 |
| open_row | 4 |
| output_valid | 1 |
| row_open | 1 |
==> final cells by class <==
class                      count  area (um2)  area share, %
tap                           48        60.1           3.50
timing repair buffer          38         380           22.1
inverter                       1        3.75          0.218
clock buffer                   8        90.1           5.24
sequential                    40         811           47.2
multi-input combinational     51         373           21.7
==> power by group through the flow <==
stage,Combinational [uW],Sequential (uW),Clock (uW)
4_1_cts,77.1,309,185
5_1_grt,83.5,311,200
6_report,75.7,308,175
==> cells in the final DEF, fill, tap and decap left out <==
cell type and instances:
sky130_fd_sc_hd__o21a_2 1, sky130_fd_sc_hd__dfxtp_1 39, sky130_fd_sc_hd__a21o_1 1, sky130_fd_sc_hd__clkbuf_1 2
sky130_fd_sc_hd__nand2_1 3, sky130_fd_sc_hd__mux2_4 2, sky130_fd_sc_hd__nand4_1 1, sky130_fd_sc_hd__o31ai_1 1
sky130_fd_sc_hd__clkdlybuf4s50_1 38, sky130_fd_sc_hd__inv_1 1, sky130_fd_sc_hd__a22o_1 1, sky130_fd_sc_hd__clkbuf_8 6
sky130_fd_sc_hd__a21oi_1 1, sky130_fd_sc_hd__nand2b_1 1, sky130_fd_sc_hd__mux2_2 6, sky130_fd_sc_hd__xnor2_1 4
sky130_fd_sc_hd__edfxtp_1 1, sky130_fd_sc_hd__and2_1 28, sky130_fd_sc_hd__conb_1 1
==> metal layers <==
layer / wire [um] / vias to the layer above / GRT usage (%)
met5: 0 / - / 0
met4: 8 / 0 / 1.90
met3: 153 / 2 / 5.28
met2: 798 / 26 / 13.4
met1: 920 / 316 / 12.7
li1: - / 382 / -
==> cells by family (layout without fill, tap and decap cells) <==
logic type | after synthesis | in the layout
flip-flops | 40 | 40
AND/OR/NAND/NOR | 33 | 33
multiplexers | 8 | 8
AND-OR/OR-AND | 5 | 5
buffers and inverters | 5 | 47
XOR/XNOR | 4 | 4
other | 1 | 1
Power figures rest on the tool's default switching activity, not on a simulated workload.
